--- design.v ---
`timescale 1ns / 1ps
module register_n_addr # (parameter n = 4)(
    input [n-1:0]D,
    input clk,
    input rst,
    input load,
	 input [4:0]addr,
	 input [4:0]ref_addr,
    output [n-1:0]Q
    );
	 reg [n-1:0] Data_reg;
    always @(posedge clk or negedge rst)
	 begin
        if (!rst)
            Data_reg <= {(n){1'b0}};
        else if (load && addr == ref_addr)
            Data_reg <= D;
	 end
assign Q = Data_reg;	 
endmodule
--- run.sh ---
#!/bin/bash
# OpenROAD 26Q1-2900-gdf79404cd8, Yosys 0.63+post, stock flow scripts
make -C /OpenROAD-flow-scripts/flow DESIGN_CONFIG=/design/flow/config.mk WORK_HOME=/design/flow/orfs finish
--- config.mk ---
export PLATFORM = sky130hd
export DESIGN_NAME = register_n_addr
export DESIGN_NICKNAME = register_n_addr
export VERILOG_FILES = /design/flow/design.v
export SDC_FILE = /design/flow/constraint.sdc
export NUM_CORES = 4
export LEC_CHECK = 1
export CORE_AREA = 10 10 70 70
export DIE_AREA = 0 0 80 80
--- constraint.sdc ---
current_design register_n_addr

set clk_period 1.5
set clk_io_pct 0.2

create_clock -name clk0 -period $clk_period [get_ports {clk}]

set non_clock_inputs [all_inputs -no_clocks]
set_input_delay [expr $clk_period * $clk_io_pct] -clock clk0 $non_clock_inputs
set_output_delay [expr $clk_period * $clk_io_pct] -clock clk0 [all_outputs]
==> summary.txt <==
yosys + openroad results -> Slew @ Worst Pin 0.191 ns, minimum clock period between 1 and 1.5 ns, leakage 0.220 nW, Inserted Clock Buffers 3, ao+oa area frac 0, crit-path cells dlygate4sd2_1, xor2_1, nor4_1, and3_2, mux2_4, R2R Path End Data_reg[1], CTS root buf clkbuf_4, later-pin clock latency in the skew report 0.23 ns, final wirelength 794 um, core area 3420 um^2, Clock Tree Buf Depth 2, CTS tree yes, final hold vios 0, Hold Crit Class primary input to asynchronous set/reset pin, Logic pwr share 0.348, IO Port Bufs 20, status finished, final reports clean, synthesis area per yosys 228 um^2, vias in the first global route between 200 and 250, total clock sinks 4, Die ar. around 6400 um^2, Post-CTS Setup Inserts 0, share of cells above drive strength 1 0.211, Layout Skew 0 ns, routed len/inst 9.45 um, first-pass GRT wire length 1190 um, Clock power frac 0.283, Largest register FFs 4, most used logic cell in the final layout clkdlybuf4s50_1, post-synth cell types 7, reg-to-reg slack, setup 0.71 ns, die width 80 um, maximum vdd drop roughly 0.28 mV, Top delay family on crit path simple AND/OR/NAND/NOR gates, setup total negative slack 0 ns, DR pass1 iterations 2, Top Layout Cells 12 x clkdlybuf4s50_1, 6 x dlygate4sd2_1, 4 x dfrtp_1, 4 x xor2_1, 4 x mux2_4, post-synthesis cell count 16, Adder Share, Synth 0, fmax around 0.71 GHz, internal power 372 uW, post-route clock period utilization 0.944, FP Core Util 0.0667, Final setup viols 0, RSZ-0062 raised after global routing false, area share, top type 0.440, switching part of the total 0.220, GRT Overall Usage 0.0250, Area Overhead vs Synth 118%, Chip Height roughly 80 um, routability cong. between 0.7 and 0.8, Psw ~100 uW, Max Cap Violations 0, Rows 21, PwrDens 962 nW/um^2, Max Used Layer met3, Synth logic family multiplexers, pin count of the biggest net entering global routing 5, Simple-Gate Area Share 0.0549, Post-synth regs 4, CP Launch Type primary input, xor+xnor area frac 0.192, top cells, area dfrtp_1 44%, mux2_4 26%, xor2_1 15%, buf_6 4.9%, xnor2_1 3.8%, post-synth top area cell dfrtp_1, critical path endpoint category flip-flop, CP max stage cell mux2_4, DRC viols 0, Seq share, synth 0.440, Hold Worst Slack 0.265 ns, Rel. slew slack 0.872, Final ANT Viol Nets 0, H-tree levels 1, final slew viol count 0, crit-path max FO 4, synthesized cell area around 230 um^2, I/O pin count 21, total number of vias roughly 220, Worst-path clk slew 0.04 ns, CP bufs+invs 1, Ant. Diodes 0, DR vias/cell around 2.6, slowest stage delay, CP 0.31 ns, DRT iter0 DRCs 3, met3 WL post-DR 228 um, RR Startpoint Data_reg[1], met2 routed WL 151 um, mux contribution to synthesized area 0.264, remaining global-route overflow 0, Worst EP required 1.62 ns, post-route total power ~480 uW, CP Class primary input to flip-flop, worst reg2reg path depth 1, Post-Route M1 WL a little over 400 um, Avg Cell Area, Syn around 14 um^2, sequential power share 0.369, antenna violations before repair 0, tool warnings 25, Yosys Instances 16, synth warn 1, CP arrival 1.53 ns
==> final cells by class <==
type                            count  area, um^2
Fill cell                         408        2920
Sequential cell                     4         100
Clock buffer                        3        22.5
Tap cell                           46        57.6
Timing Repair Buffer               20         198
Multi-Input combinational cell     11         118
==> cell usage after synthesis <==
cell     n
and3_1   1
buf_6    1
dfrtp_1  4
mux2_4   4
nor4_1   1
xnor2_1  1
xor2_1   4
==> power by group through the flow <==
stage                 combinational, mW  clock (mW)  sequential (mW)
final                             0.166       0.135            0.176
after global routing              0.182       0.155            0.179
after CTS                         0.171       0.139            0.175
==> routing by layer <==
metal | vias up | global-route usage
li1 | 100 | -
met1 | 90 | 0.0373
met2 | 25 | 0.0144
met3 | 0 | 0.0364
met4 | 0 | 0.00352
met5 | - | 0
==> metrics by stage <==
stage	std cells	setup slack (ns)	area (um^2)	util
CTS	84	0.00204	490	0.144
finish	84	0.0835	495	0.145
detailed placement	81	-0.396	474	0.139
floorplan	16	0.124	228	-
global route	84	0.0107	495	0.145
global placement	81	-0.382	474	0.139
==> worst max path at each step <==
stage	endpoint	start	depth (start not counted)	slack, ns
finish	Data_reg[1]	ref_addr[3]	5	0.08
global route	Data_reg[1]	ref_addr[3]	5	0.01
CTS	Data_reg[1]	ref_addr[1]	5	0.002
==> repair_timing <==
action                                  CTS  global route
gates resized                             7             2
gates cloned                              0             0
endpoints found under the setup margin    4             4
hold buffers                              0             0
pin swaps                                 2             2
==> logic make-up (layout without fill, tap and decap cells) <==
| family | Yosys count | count (layout) |
|---|---|---|
| buffers and inverters | 1 | 23 |
| muxes | 4 | 4 |
| and+or+nand+nor | 2 | 2 |
| DFF | 4 | 4 |
| xor gates and xnor gates | 5 | 5 |
Power is estimated from default activity; no workload was simulated.
